`config.mk`:
```
export PLATFORM = sky130hd
export DESIGN_NAME = Memory_module
export DESIGN_NICKNAME = Memory_module
export VERILOG_FILES = /design/flow/design.v
export SDC_FILE = /design/flow/constraint.sdc
export NUM_CORES = 4
export LEC_CHECK = 1
export CORE_UTILIZATION = 30
```
`constraint.sdc`:
```
current_design Memory_module

set clk_period 27.7
set clk_io_pct 0.2

create_clock -name clk0 -period $clk_period [get_ports {working_clock}]

set non_clock_inputs [all_inputs -no_clocks]
set_input_delay [expr $clk_period * $clk_io_pct] -clock clk0 $non_clock_inputs
set_output_delay [expr $clk_period * $clk_io_pct] -clock clk0 [all_outputs]
```
`design.v`:
```
module Memory_module (
    input working_clock,
    output [7:0]ptr_value,
    input [7:0]ptr_new_value,
    input ptr_move_dir,
    input ptr_set_value,  
    input ptr_move,  
    input reset,
    input roll_back,
    output [13:0]mem_monitor2,
    output reg available = 1'b0
    );
    reg available_next = 1'b0;
    reg [0:511]memory,memory_next;  
    assign ptr_value = memory[0:7];
    reg [5:0]address = 6'd0;
    reg [5:0]address_next;
    reg [5:0]mov_counter,mov_counter_next;
    assign mem_monitor2 = {address,ptr_value};
    parameter INIT = 2'd0,
              WAIT = 2'd1,
              MOVL = 2'd2,
              MOVR = 2'd3;
    reg [1:0]_state = INIT;
    reg [1:0]_state_next = INIT;
    always@(posedge working_clock,posedge reset) begin
        if(reset) begin
            _state <= INIT;
            available <= 1'b0;
            address <= 6'd0;
            mov_counter <= 6'd0;
        end else begin
            _state <= _state_next;
            memory <= memory_next;
            address <= address_next;
            available <= available_next;
            mov_counter <= mov_counter_next;
        end
    end
    always@(*) begin
        memory_next = memory;
        address_next = address;
        available_next = 1'b0;
        mov_counter_next = mov_counter;
        case(_state) 
            INIT: begin
                memory_next = 512'd0;
                _state_next = WAIT;
                address_next = 6'd0;
                available_next = 1'b1;
                mov_counter_next = 6'b0;
            end
            WAIT: begin
                if(ptr_set_value) begin
                    memory_next = {ptr_new_value,memory[8:511]};
                    _state_next = WAIT;
                    available_next = 1'b1;
                end else if(ptr_move &&
                        ptr_move_dir==1'b1 &&
                        address < 6'd63) begin
                    mov_counter_next = 6'd1;
                    _state_next = MOVR;
                end else if(ptr_move &&
                        ptr_move_dir==1'b0 &&
                        address > 6'd0) begin
                    mov_counter_next = 6'd1;
                    _state_next = MOVL;
                end else if(roll_back && address>6'd0) begin
                    _state_next = MOVL;
                    mov_counter_next = address;
                end else begin
                    _state_next = WAIT;
                    available_next = 1'b1;
                end
            end
            MOVL: begin
                memory_next = {memory[504:511],memory[0:503]};
                if(mov_counter == 6'd1) begin
                    mov_counter_next = 6'd0;
                    _state_next = WAIT;
                    available_next = 1'b1;
                    address_next = address - 1;
                end else begin
                    mov_counter_next = mov_counter - 1;
                    address_next = address - 1;
                    _state_next = MOVL;
                end
            end
            MOVR: begin
                memory_next = {memory[8:511],memory[0:7]};
                if(mov_counter == 6'd1) begin
                    mov_counter_next = 6'd0;
                    _state_next = WAIT;
                    available_next = 1'b1;
                    address_next = address + 1;
                end else begin
                    mov_counter_next = mov_counter - 1;
                    address_next = address + 1;
                    _state_next = MOVR;
                end
            end
            default:
                _state_next = INIT;
        endcase
    end
endmodule
```
`run.sh`:
```
#!/bin/bash
# OpenROAD 26Q1-2900-gdf79404cd8, Yosys 0.63+post, stock flow scripts
make -C /OpenROAD-flow-scripts/flow DESIGN_CONFIG=/design/flow/config.mk WORK_HOME=/design/flow/orfs finish
```
==> run notes <==
Numbers from the implementation run.

Of the post-synthesis cell area, the dominant cell type holds between 60 and 70%. The flow ran to the end, and the final reports show no timing, DRC or antenna violations. Counting instances in the post-synthesis netlist gives the leading cell types as mux2i_1 (513), edfxtp_1 (512), nor2_1 (512), clkbuf_1 (65), buf_2 (38). The via count of the first global-routing pass is ~13,000. The number of H-tree levels is 2. OpenROAD reports that the post-layout worst path occupies 34.52% of the period. Sorting the synthesized cells by area gives the leading types as edfxtp_1 (64%), mux2i_1 (21%), nor2_1 (8.0%), dfrtp_1 (1.6%), clkbuf_1 (1.0%).

Once the clock tree was built, the resizer swapped 0 gates to a different size. The initial antenna violation count is 0. Including well taps, the total number of placed cells is approximately 2,800. The share of layout cells above drive strength 1 is 6.054%. The worst setup path is captured at a flop. Sequential cells were found to cover 65.35% of the synthesized design area. Buffers added to address setup during post-CTS repair amount to 0. The report lists the number of standard-cell rows as slightly above 100.

The total of hold buffers inserted after clock tree synthesis is 0. The required time at the worst endpoint is listed as between 20 and 30 ns. The final antenna diode tally reported by the flow is 0. The width of the die is between 200 and 300 um. The largest net degree at the start of global routing is around 150. The type of the most critical hold path is flop to flop. The maximum ir drop on the vdd rail is roughly 0.056 mV.

Of all cell types, the one taking the most synthesized area is edfxtp_1. In the routed layout, each cell is associated on average with a via count of 4.547. The clock passes through at most 3 buffers. The transition time at the pin with the least slew margin is between 0.8 and 0.9 ns.

The detailed-route wire length per cell is ~13 um. Per the synth stats, the proportion of register bits with asynchronous set or reset is between 2 and 3%. The critical path start-end classification is primary input to flop. The synthesized netlist contains around 42 unique library cells.

Per the gpl log, the routability congestion estimate is around 0.79. Compared with the post-synthesis result, the final layout area differs by 12.85%. Each instance of the synthesized netlist takes up on average 13.44 um^2.

The clock tree from TritonCTS is yes. The final timing report lists a hold violation count of 0. The total congestion overflow is 0. The most common cell in the synthesized netlist is mux2i_1. Once layout is complete, the cells apart from fillers number approximately 2,900. The clock period minus worst slack is 9.561 ns.

The worst setup path is launched from a primary input. The tally of yosys warning messages is 1. The tally of nets with antenna violations remaining after routing is 0. On the critical path the data arrives at between 9 and 10 ns.

The floorplan report gives the top-level pin count as 37. The final timing report counts setup violations totalling 0. Setup repair after global routing left no endpoint under its margin.

Global routing used under 10% of the available tracks. The pre-antenna-repair detailed-routing pass consisted of 6 iterations. In this run the tool buffered the top-level ports with 36 buffer cells. The aggregate negative setup slack is 0 ns. The detailed-route wire length is roughly 37,000 um.

The upper clock frequency limit is 0.1046 GHz. The maximum fanout count along the critical path is 148. The area recorded from the Yosys report for this design is 24,100 um^2. The number of buffers created by CTS is 55.

The timing report gives the clock slew at the launch and capture registers of the worst setup and hold paths as around 0.060 ns. The die is between 200 and 300 um tall. The wire length of the first global-routing pass is 63,600 um.

The number of cells in the yosys synthesis report is about 1,800. Once the floorplan was initialized, standard cells occupied a little under a third of the core. The number of design rule violations left after detail routing is 0. The max-capacitance violation count is 0.

The commonest register cell after synthesis is edfxtp_1. The power density over the cells is 123.8 nW/um^2. The logs give a warning total of 36. The leakage power figure is ~12 nW.

The number of sinks on the clock net is between 500 and 600. Per the skew report, the later register of the worst-skew pair sees a clock latency of 0.59 ns. The max-slew violation count is 0. The standard cell core area is between 70,000 and 80,000 um^2.

The full die area is approximately 80,000 um^2. The worst slew slack as a fraction of its limit is a little over two fifths. In the final run the clock tree shows a worst skew of roughly 0.018 ns.

The number of synthesized flops with an enable pin is 512. The post-synth design cell area is 24,100 um^2. The synthesized instance count is ~1,800. The synthesis-stage register bit count is roughly 530. Summing over every cut layer, the via total after detailed routing is between 10,000 and 15,000. Summed over all nets, the half-perimeter wirelength after detailed placement is 20,790 um. The tree is rooted in a clkbuf_16.

The violation tally recorded at the end of detailed-routing iteration 0 is around 840.
-- cell families (layout without fill, tap and decap cells) --
group                      count (synthesis)  after routing  share of synthesized area, %
and+or+nand+nor                          553            553                         8.846
adders and majority gates                  7              7                        0.3945
DFF                                      527            527                         65.35
AOI/OAI and AO/OA                         44             44                         1.230
buffers and inverters                    145            169                         2.705
xor gates and xnor gates                   3              3                        0.1090
muxes                                    514            514                         21.37
-- per-layer routing --
metal | track usage, % | wire length [um]
met3 | 2.728 | 1804
met4 | 1.791 | 752
met1 | 15.46 | 18390
met5 | 0 | 0
met2 | 13.62 | 16460
-- final timing paths --
| check | endpoint | cells after the start | slack [ns] | startpoint |
|---|---|---|---|---|
| worst max-delay path | memory[454] | 7 | 18.14 | reset |
| worst min-delay path | mov_counter[4] | 1 | 0.50 | mov_counter[4] |
| worst max register to register | memory[454] | 8 | 22.63 | _state[1] |
| worst min register to register | mov_counter[4] | 1 | 0.50 | mov_counter[4] |
| max in group asynchronous | _state[0] | 2 | 21.81 | reset |
| min in group asynchronous | address[1] | 2 | 5.45 | reset |
-- worst max-delay path: stages --
cell and delay, ns:
clkdlybuf4s50_1 0.49, nor2_4 0.13, buf_4 0.53, buf_4 0.74, buf_4 0.78, buf_12 0.57
buf_12 0.60
-- where the power goes --
group / switching, W / leakage (nW) / internal, W
registers: 0.000176 / 5.17 / 0.00137
clock network: 0.000294 / 0.878 / 0.000437
logic: 0.000636 / 6.10 / 0.000459
-- through the flow --
stage                     utilization, %  hold slack (ns)  cell area, um^2  power [W]  setup slack, ns
after floorplan                        -           0.4571            24100   0.002585           0.1250
after global placement             32.06           0.4903            25410   0.002615            17.62
after detailed placement           32.06           0.4834            25410   0.002666            17.50
after CTS                          34.32           0.5027            27200   0.003413            18.17
after global routing               34.32           0.5246            27200   0.003607            17.84
final                              34.32           0.4985            27200   0.003368            18.14
-- cells in the final DEF (no fill, tap or decap), types with 2 or more instances in the layout --
master and n:
clkinv_4 2, clkinv_1 16, xor2_1 2, o21ai_0 17
buf_12 4, mux2i_1 513, o211ai_1 2, clkinv_2 9
dfrtp_1 14, edfxtp_1 512, a21oi_1 4, a41oi_1 2
nor2_1 511, a211oi_1 2, nor2b_1 2, o2bb2ai_1 4
bufinv_16 7, nand2_1 20, buf_4 19, clkdlybuf4s50_1 36
nor3_1 4, nand3_1 5, clkbuf_16 57, o22ai_1 3
nand2b_1 3, a32oi_1 3, nor2_4 2, inv_1 10
ha_1 6, clkbuf_1 7
-- layout make-up --
type                    instances  area, um^2
multi-input cells            1121        7707
fillers                      7448       52060
repair buffers                 59       583.1
clock inverters                35       340.3
flip-flops and latches        527       15750
clock buffers                  64        1453
well taps                    1050        1314
inverters                      11       48.80
-- flip-flops by register name, summed over array words and instances, names as in the netlist --
register and flops:
memory 512, address 6, mov_counter 6, _state 2
available 1
Power is estimated from default activity; no workload was simulated.
