`/design/flow/design.v`:
```
module Tape_module (
    input working_clock,
    input [3:0]tape_new_symbol,
    input tape_set_symbol,
    input tape_move_dir,
    input tape_move,
    output [3:0]tape_symbol,
    input reset,
    input roll_back,
    input tape_delete,
    output reg available = 1'b0,
    output [6:0]tape_address
    );
    reg available_next = 1'b0;
    reg [0:511]tape,tape_next = 512'd0;  
    assign tape_symbol = tape[0:3];
    reg [6:0]counter,counter_next = 7'd0;
    reg [6:0]mov_counter,mov_counter_next;
    assign tape_address = counter;
    parameter hat = 4'b0000,
              add = 4'b0001,
              sub = 4'b0010,
              mol = 4'b0011,
              mor = 4'b0100,
              inp = 4'b0101,
              oup = 4'b0110,
              lol = 4'b0111,
              lor = 4'b1000,
              ceo = 4'b1001,
              zer = 4'b1010,
              pas = 4'b1011;
    parameter INIT = 2'd0,
              WAIT = 2'd1,
              MOVL = 2'd2,
              MOVR = 2'd3;
    reg [1:0]_state = INIT;
    reg [1:0]_state_next = INIT;
    always@(posedge working_clock,posedge reset) begin
        if(reset) begin
            _state <= INIT;
            available <= 1'b0;
            counter <= 7'd0;
            mov_counter <= 7'd0;
        end else begin
            _state <= _state_next;
            tape <= tape_next;
            available <= available_next;
            counter <= counter_next;
            mov_counter <= mov_counter_next;
        end
    end
    always@(*) begin
        tape_next = tape;
        available_next = 1'b0;
        mov_counter_next = mov_counter;
        case(_state) 
            INIT: begin
                tape_next = 512'd0;
                _state_next = WAIT;
                available_next = 1'b1;
                counter_next = 7'd0;
                mov_counter_next = 7'd0;
            end
            WAIT: begin
                if(tape_set_symbol) begin
                    tape_next = {tape_new_symbol,tape[4:511]};
                    _state_next = WAIT;
                    available_next = 1'b1;
                end else if(tape_move &&
                            tape_move_dir==1'b1 &&
                            counter<7'd127) begin
                    mov_counter_next = 7'd1;
                    _state_next = MOVR;
                end else if(tape_move &&
                            tape_move_dir==1'b0 &&
                            counter>7'd0) begin
                    mov_counter_next = 7'd1;
                    _state_next = MOVL;
                end else if(roll_back && counter>7'd0) begin
                    _state_next = MOVL;
                    mov_counter_next = counter;
                end else if(tape_delete) begin
                    tape_next = {hat,tape[4:511]};
                    _state_next = WAIT;
                    available_next = 1'b1;
                end else begin
                    _state_next = WAIT;
                    available_next = 1'b1;
                end
            end
            MOVL: begin
                tape_next = {tape[508:511],tape[0:507]};
                if(mov_counter == 7'd1) begin
                    mov_counter_next = 7'd0;
                    _state_next = WAIT;
                    available_next = 1'b1;
                    counter_next = counter - 1;
                end else begin
                    mov_counter_next = mov_counter - 1;
                    counter_next = counter - 1;
                    _state_next = MOVL;
                end
            end
            MOVR: begin
                tape_next = {tape[4:511],tape[0:3]};
                if(mov_counter == 7'd1) begin
                    mov_counter_next = 7'd0;
                    _state_next = WAIT;
                    available_next = 1'b1;
                    counter_next = counter + 1;
                end else begin
                    mov_counter_next = mov_counter - 1;
                    counter_next = counter + 1;
                    _state_next = MOVR;
                end
            end
            default:
                _state_next = INIT;
        endcase
    end
endmodule
```
`/design/flow/constraint.sdc`:
```
current_design Tape_module

set clk_period 34.7
set clk_io_pct 0.2

create_clock -name clk0 -period $clk_period [get_ports {working_clock}]

set non_clock_inputs [all_inputs -no_clocks]
set_input_delay [expr $clk_period * $clk_io_pct] -clock clk0 $non_clock_inputs
set_output_delay [expr $clk_period * $clk_io_pct] -clock clk0 [all_outputs]
```
`/design/flow/config.mk`:
```
export PLATFORM = sky130hd
export DESIGN_NAME = Tape_module
export DESIGN_NICKNAME = Tape_module
export VERILOG_FILES = /design/flow/design.v
export SDC_FILE = /design/flow/constraint.sdc
export NUM_CORES = 4
export LEC_CHECK = 1
export CORE_UTILIZATION = 40
```
`/design/flow/run.sh`:
```
#!/bin/bash
# OpenROAD 26Q1-2900-gdf79404cd8, Yosys 0.63+post, stock flow scripts
make -C /OpenROAD-flow-scripts/flow DESIGN_CONFIG=/design/flow/config.mk WORK_HOME=/design/flow/orfs finish
```
==> flow_metrics.tcl <==
# flow metrics
set metrics [dict create \
    critPathMostFrequentCell "buf_4" \
    insertedDiodeCount 0 \
    reg2reg_depth 8 \
    setup_viol 0 \
    core_sq_um 59460 \
    flop_cell "edfxtp_1" \
    routedWlPerCell_microns 14.92 \
    hp-class "reg -> reg" \
    slowest_delay_ps 760 \
    fp-utilization 0.4079 \
    synth_dominant_cell_count "nor2_1" \
    whs_ps 556.9 \
    ys_types 52 \
    clock-root-buffer "clkbuf_16" \
    cp_cell_sequence "clkdlybuf4s50_1, nor2_4, buf_4, buf_4, buf_4" \
    fin_worst_skew_ps 22.44 \
    post-route-period-util 0.2906 \
    power_density_nw_per_um2 101.2 \
    ant_nets 0 \
    cts_resized 0 \
    top_area_cell "edfxtp_1" \
    cpLargestDelayFamily "buffers and inverters" \
    ys_cells 1789 \
    period_minus_slack_ps 10080 \
    drt_wl_total_mm 38.61 \
    tns_ps 0 \
    ys_warn_count 1 \
    tritoncts "done" \
    avgSynthCellArea_sq_um 13.56 \
    hpwl_mm 21.37 \
    numCtsBuffers 56 \
    grt_pass1_wl_mm 64.88 \
    slew_violations 0 \
    maxCapViolations 0 \
    io_buffers 22 \
    fmax_mhz 99.16 \
    r2r-end "tape[237]" \
    topCellsByArea "edfxtp_1 (63%), mux2i_1 (21%), nor2_1 (8.0%), dfrtp_1 (1.8%), buf_2 (1.2%)" \
    cp-end-kind "flop" \
    worstSkewPairLatency_ps 610 \
    detail_route.iter0.violations 854 \
    grt_max_degree 137 \
    htreeDepth 2 \
    unclocked_regs 7 \
    io_pins 23 \
    vdd_drop_max_v 0.00005463 \
    vias 12990 \
    rsz0062_at_grt "no" \
    rows 89 \
    antenna_found_initial 0 \
    drtPass1Iterations 5 \
    untimed_endpoints 14 \
    worst_pin_slew_ps 849.4 \
    postCtsSetupRepairBufs 0 \
    critPathSlowestCell "buf_4" \
    grt.total_usage 0.1348 \
    slew_headroom 0.4337 \
    cts_max_path_buffers 3 \
    drive_gt1_frac 0.06061 \
    crit_required_ps 34930 \
    drc_errors 0 \
    ctsHoldBuffers 0 \
    hp-start "mov_counter[3]" \
    path_depth 5 \
    worstSetupPathType "in -> reg" \
    synthArstFlopShare 0.03172 \
    worstReg2RegStart "_state[1]" \
    start_kind "primary input" \
    common_cells "nor2_1 (518), edfxtp_1 (512), mux2i_1 (509)" \
    die_w_microns 248.3 \
    grt_pass1_vias 12970 \
    hold_violations 0 \
    syn_to_final_growth_pct 10.76 \
    critPathLaunch "reset" \
    ys_ff 536 \
    reg2reg_setup_slack_ps 29610 \
    die_area_sq_um 61630 \
    num-fill-cells 5128 \
    crit_end "tape[101]" \
    vias_per_cell 5.018 \
    outcome "finished clean" \
    worst_ep_arrival_time_ps 10320 \
    clk_pin_slew_ps 60 \
    synthesis.area_sq_um 24260 \
    cp_max_fo 65 \
    top_cell_area_share 0.6339 \
    synth-edff-count 512 \
    crit_buf_inv 4 \
    power.leakage_uw 0.01232 \
    netlist_instances 1789 \
    warnings 32 \
    die_h_microns 248.3 \
    routabilityCongestion 0.7902 \
    ys_area_sq_um 24260 \
    grt-ovfl-total 0 \
]
[worst register-to-register path: cells and delay by family (launching register included)]
kind / cells / cell delay [ps]
buf+inv: 7 / 4300
flops: 1 / 360
simple gates: 1 / 150
[per-layer routing]
layer  GRT usage  vias to the layer above  share of wire
met5           0                        -              0
met4     0.02690                        0          0.020
met3     0.02727                       53          0.042
met2      0.1958                      176           0.45
met1      0.2303                     6308           0.49
li1            -                     6449              -
[sequential cells by signal (all words and copies together) (netlist names)]
signal	flops
_state	2
available	1
tape	512
counter_next	7
mov_counter	7
counter	7
[where the power goes]
group          switching, uW  internal, uW  total, uW
registers                157          1130       1290
clock network            239           327        566
logic                    490           376        865
[final cells by class]
cell class,instances,area [sq um],area share
clock buffer,73,1465,0.05454
multi-input combinational,1119,7765,0.2890
clock inverter,31,274.0,0.01020
sequential,536,15910,0.5922
inverter,13,56.30,0.002096
tap,773,967.2,0.03600
timing repair buffer,43,427.9,0.01593
[layout by cell type, fill, tap and decap left out, types with 7 or more instances in the layout]
master,instances
clkbuf_16,56
nor3_1,9
clkinv_1,14
clkbuf_1,17
clkinv_2,8
dfrtp_1,16
ha_1,7
nor2_1,517
inv_1,11
mux2i_1,509
edfxtp_1,512
dlxtp_1,7
a22o_1,8
buf_4,17
clkdlybuf4s50_1,22
[per-stage QoR]
step / util / instance area (sq um) / power, uW / std cells / worst slack (ps)
final: 0.4518 / 26860 / 2718 / 2588 / 24620
after global routing: 0.4518 / 26860 / 2910 / 2588 / 24400
after CTS: 0.4518 / 26860 / 2759 / 2588 / 24610
after detailed placement: 0.4225 / 25130 / 2176 / 2484 / 23950
after global placement: 0.4225 / 25130 / 2145 / 2484 / 24020
after floorplan: - / 24260 / 2084 / 1789 / 5558
[how the worst min path moves through the flow]
stage | slack (ps) | to | cells past startpoint
CTS | 560 | mov_counter[3] | 1
global route | 590 | mov_counter[6] | 1
finish | 560 | mov_counter[3] | 1
[logic make-up (layout without fill, tap and decap cells)]
kind of cell / count (synthesis) / after routing / share of synthesized area
latches: 7 / 7 / 0.004333
buffers and inverters: 134 / 160 / 0.02445
AND-OR/OR-AND: 42 / 42 / 0.01367
adder cells (fa/ha/maj): 8 / 8 / 0.004436
AND/OR/NAND/NOR: 555 / 555 / 0.08955
XOR/XNOR: 2 / 2 / 0.0007223
flip-flops: 529 / 529 / 0.6514
multiplexers: 512 / 512 / 0.2114
Power is estimated from default activity; no workload was simulated.
